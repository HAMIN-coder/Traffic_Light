==> design/flow/design.v <==
`timescale 1ns / 1ps
module BCD_C(Q, TC, inc, rstn, clk);
output reg [3:0] Q;
output TC;
input inc, rstn, clk;
always @(posedge clk, negedge rstn)
 if (!rstn) 
    Q <= 4'd0;
 else if (inc)
    if (Q == 4'd9) 
        Q <= 4'd0;
    else 
        Q <= Q + 1;
assign TC = (Q == 4'd9 && inc) ? 1 : 0;
endmodule
`timescale 1ns / 1ps
module Color_LED_Driver( wy,R,G,B);
input [1:0] wy;
output R,G,B;
reg [1:0] R,G,B;
 always @*
  case (wy)
  2'd0: begin  
    R = 1'b1;
    G = 1'b1;
    B = 1'b0;
  end
  2'd1:begin  
    R = 1'b1;  
    G = 1'b0;
    B = 1'b0;
  end
  2'd2:begin  
    R = 1'b0;
    G = 1'b1;
    B = 1'b0;
  end
  default: B = 1'b0;
  endcase  
endmodule
`timescale 1ns / 1ps
module D_FF (Q, en, D, clk, rstn);
output reg  Q;
input D, en, clk, rstn;
always @(posedge clk or negedge rstn)
    if(!rstn) Q<=1'b0;
    else if(en) Q <= D;
endmodule
`timescale 1ns / 1ps
module Debounce(BTN, clk, rstn, Q);
input BTN, clk, rstn;
output Q;
wire t1, t2;
D_FF u1 (.clk(clk), .rstn(rstn), .D(BTN), .en(1'b1), .Q(t1));
D_FF u2 (.clk(clk), .rstn(rstn), .D(t1), .en(1'b1), .Q(t2));
and  u3 (Q, ~t2, t1);
endmodule
`timescale 1ns / 1ps
module TLC_FSM(hwy,fwy,X,en,clk,rstn);
input X,clk,rstn,en;
output [1:0] hwy,fwy;
reg [1:0] hwy,fwy;
reg [1:0] cs,nst;
always @(posedge clk or negedge rstn)
   if(!rstn) cs <= 2'b00;
   else if(en) cs <= nst;
always @(cs or X) case (cs)
    2'b00 : if(X) nst =2'b01; else nst = 2'b00;
    2'b01 : nst = 2'b10;
    2'b10 : if(X) nst =2'b10; else nst = 2'b11;
    2'b11 : nst = 2'b00;
endcase
always@(cs)
    case (cs)
2'b00 : begin hwy = 2'd2; fwy = 2'd1; end
2'b01 : begin hwy = 2'd0; fwy = 2'd1; end
2'b10 : begin hwy = 2'd1; fwy = 2'd2; end   
2'b11 : begin hwy = 2'd1; fwy = 2'd0; end
endcase
endmodule
`timescale 1ns / 1ps
module T_FF (
    output reg Q,
    input clk, rstn, en,
    input T
);
always @(posedge clk or negedge rstn) begin
    if(!rstn)       Q <=  0;
    else if(en & T) Q <= ~Q;
end
endmodule
`timescale 1ns / 1ps
module clock_enable_generator(input clk, input rstn, output eo_100M,eo_10k,eo_1k);
wire tcl, tc2, tc3, tc4, tc5, tc6, tc7, tc8;
BCD_C CNT0(.Q(), .TC(tcl), .inc(1'b1), .rstn(rstn), .clk(clk));
BCD_C CNT1(.Q(), .TC(tc2), .inc(tcl), .rstn(rstn), .clk(clk));
BCD_C CNT2(.Q(), .TC(tc3), .inc(tc2), .rstn(rstn), .clk(clk));
BCD_C CNT3(.Q(), .TC(tc4), .inc(tc3), .rstn(rstn), .clk(clk));
BCD_C CNT4(.Q(), .TC(tc5), .inc(tc4), .rstn(rstn), .clk(clk));
BCD_C CNT5(.Q(), .TC(tc6), .inc(tc5), .rstn(rstn), .clk(clk));
BCD_C CNT6(.Q(), .TC(tc7), .inc(tc6), .rstn(rstn), .clk(clk));
BCD_C CNT7(.Q(), .TC(tc8), .inc(tc7), .rstn(rstn), .clk(clk));
assign eo_100M = tc8;
assign eo_10k = tc5;
assign eo_1k = tc3; 
endmodule
`timescale 1ns / 1ps
module top(BTN,reset,CLK100MHZ,R1,G1,B1,R2,G2,B2);
input BTN,reset,CLK100MHZ;
output R1,G1,B1,R2,G2,B2;
wire Q0,X;
wire [1:0] hwy,fwy;
wire eo_100M;
Debounce N1(.BTN(BTN),.clk(CLK100MHZ),.rstn(reset),.Q(Q0));
T_FF N2 (.Q(X), .clk(CLK100MHZ), .rstn(reset), .en(1'b1), .T(Q0));
clock_enable_generator N3 (.clk(CLK100MHZ), .rstn(reset), .eo_100M(eo_100M), .eo_10k(eo_10k), .eo_1k(eo_1k));
TLC_FSM N4(.hwy(hwy),.fwy(fwy),.X(X),.en(eo_100M),.clk(CLK100MHZ),.rstn(reset));
Color_LED_Driver N5(.wy(hwy),.R(R1),.G(G1),.B(B1));
Color_LED_Driver N6(.wy(fwy),.R(R2),.G(G2),.B(B2));
endmodule
==> design/flow/run.sh <==
#!/bin/bash
# OpenROAD 26Q1-2900-gdf79404cd8, Yosys 0.63+post, stock flow scripts
make -C /OpenROAD-flow-scripts/flow DESIGN_CONFIG=/design/flow/config.mk WORK_HOME=/design/flow/orfs finish
==> design/flow/config.mk <==
export PLATFORM = sky130hd
export DESIGN_NAME = top
export DESIGN_NICKNAME = top
export VERILOG_FILES = /design/flow/design.v
export SDC_FILE = /design/flow/constraint.sdc
export NUM_CORES = 4
export LEC_CHECK = 1
export CORE_AREA = 10 10 111 111
export DIE_AREA = 0 0 121 121
export SYNTH_HDL_FRONTEND = slang
==> design/flow/constraint.sdc <==
current_design top

set clk_period 3.8
set clk_io_pct 0.2

create_clock -name clk0 -period $clk_period [get_ports {CLK100MHZ}]

set non_clock_inputs [all_inputs -no_clocks]
set_input_delay [expr $clk_period * $clk_io_pct] -clock clk0 $non_clock_inputs
set_output_delay [expr $clk_period * $clk_io_pct] -clock clk0 [all_outputs]
==> CHANGELOG.md <==
### Metrics

- Layout cells sized above 1: 0.113
- Most numerous logic cells after layout: 38 x dfrtp_1, 14 x inv_1, 14 x nand2_1
- Via count: 1,417
- Yosys chip area: 2070 um^2
- Tcrit/Tclk final: 0.684
- Floorplan core density: 0.210
- Final Max Slew Viols: 0
- Pleak: 1.01 nW
- Reg2reg end: N3.CNT5.Q[3]
- Logic gate share of total power: 0.024
- Overflow left after global routing: 0
- Synth Area per Inst: 10.7 um^2
- Met3 global-route usage: 0.0123
- Die area: 14,600 um^2
- Hold buffer count at cts: 0
- Log Warnings: 25
- Async set or reset register ratio after synthesis: 0.907
- Final Setup Violations: 0
- R2r startpoint: N3.CNT0.Q[2]
- Peak VDD IR: 0.000118 V
- Cells after Synth: 193
- Dominant logic cell type in the layout: dfrtp_1
- # IOs: 9
- Max cap viols: 0
- # rows: 36
- Endpoints left unconstrained: 4
- CP required: 3.04 ns
- Clk buf depth: 2
- Total Routing Usage GR: 0.0504
- Setup crit start kind: flip-flop
- Worst Hold End: N1.u2.Q
- DRT antenna net count: 0
- Met2 usage: 0.0765
- Post_cts resized: 0
- Min-Delay Path Class: flip-flop to flip-flop
- Cell Type Count: 48
- Flop pwr share: 0.500
- Outcome: finished clean
- Netlist Area Pre-Place: 2070 um^2
- Synth Register Bits: 43
- Synth-to-Final Area Change: 15.2%
- Largest net degree at the start of global routing: 40
- Via density: 4.20
- First-pass GRT wire length: 6.35 mm
- Die Y-Extent: 121 um
- Cell Pwr Density: 359 nW/um^2
- Yosys stat cell total: 193
- Core Area: 9860 um^2
- Initial drt markers: 95
- Worst-Skew Late Latency: 0.29 ns
- Number of enable flip-flop cells: 0
- Die width: 121 um
- Port Buffers: 6
- Reg clk slew, reported paths: 0.08 ns
- Post-DP HPWL: 2.29 mm
- Post-CTS setup buffer count: 0
- Hold Path Depth: 0
- Average wire per standard cell: 10.4 um
- Psw: 163 uW
- Routability Congestion: 0.734
- CTS tree: done
- Top FF cell, synth: dfrtp_1
- DRT Pass-1 Iters: 4
- GR Util met1: 0.0725
- Switch share: 0.191
- Setup_tns: 0 ns
- Synth warn: 0
- Power Total: 856 uW
- Skew final: 0.00656 ns
- Worst R2R Path Depth: 4
- Drt total wl: 3.50 mm
- Hold wc startpoint: N1.u1.Q
- RSZ-0062 raised after global routing: false
- Crit path kind: flip-flop to primary output
- Worst R2R Setup Slack: 1.78 ns
- Crit Path Max Fanout: 3
- Hold Violations, Final: 0
- Clock buffer count from CTS: 5
- Clock power share: 0.475
- Vias in the first global route: 1,379
- Register pins left without a clock: 4
- Initial antenna violation count: 0
- Crit path DAT: 1.84 ns
- Root buf cell: clkbuf_8
- Min cycle time layout: 2.60 ns
- Critical path endpoint category: primary output
- Antenna fix cells: 0
- H-tree depth: 2
- DRC viols: 0
- Max Clock Freq: 385 MHz
- Internal: 692 uW
- Top Usage Layer GRT: met2
- Hold_ws: 0.375 ns
[state kept, by name, indices dropped and copies added, names as in the netlist, 4 cells and up]
register	cells
N3.CNT2.Q	4
N3.CNT4.Q	4
N3.CNT5.Q	4
N4.cs	4
N3.CNT6.Q	4
N3.CNT1.Q	4
N3.CNT3.Q	4
N3.CNT7.Q	4
N3.CNT0.Q	4
[routing by layer]
metal  part of all wire  wire length [um]
met5                  0                 0
met3              0.038               132
met1               0.51              1780
met2               0.44              1550
met4             0.0083                29
[cell type report]
type / instances / area, um^2
Clock buffer: 6 / 72.6
Clock inverter: 2 / 60.1
Fill cell: 1008 / 7480
Inverter: 14 / 52.6
Multi-Input combinational cell: 132 / 932
Sequential cell: 43 / 1040
Tap cell: 133 / 166
Timing Repair Buffer: 7 / 62.6
[synth_stat cells (2+ instances only)]
| library cell | n | area [um^2] |
|---|---|---|
| dfrtp_1 | 38 | 951 |
| inv_1 | 14 | 52.6 |
| nand2_1 | 14 | 52.6 |
| xnor2_1 | 10 | 87.6 |
| nor2b_1 | 8 | 50.1 |
| o21ai_0 | 8 | 40.0 |
| nand3_1 | 7 | 35.0 |
| xor2_1 | 6 | 52.6 |
| nand4_1 | 5 | 31.3 |
| nor3_1 | 5 | 25.0 |
| nor4_1 | 5 | 31.3 |
| buf_4 | 4 | 30.0 |
| dlxtp_1 | 4 | 60.1 |
| mux2_2 | 4 | 45.0 |
| nor2_1 | 4 | 15.0 |
| a21o_1 | 3 | 22.5 |
| nand2b_1 | 3 | 18.8 |
| nand3b_1 | 3 | 22.5 |
| o211ai_1 | 3 | 22.5 |
| o2bb2ai_1 | 3 | 26.3 |
| o31ai_1 | 3 | 22.5 |
| a21oi_1 | 2 | 10.0 |
| a22o_1 | 2 | 17.5 |
| and3_1 | 2 | 12.5 |
| and4bb_1 | 2 | 25.0 |
| and4bb_2 | 2 | 25.0 |
| and4bb_4 | 2 | 32.5 |
| buf_6 | 2 | 22.5 |
| conb_1 | 2 | 7.51 |
| mux2i_1 | 2 | 20.0 |
| nor3b_1 | 2 | 15.0 |
| nor4bb_1 | 2 | 20.0 |
| or3_1 | 2 | 12.5 |
[per-stage QoR]
stage / utilization / area, um^2 / setup slack (ns) / std cells
after floorplan: - / 2080 / 2.03 / 197
after global placement: 0.228 / 2250 / 1.50 / 329
after detailed placement: 0.228 / 2250 / 1.50 / 329
after CTS: 0.242 / 2380 / 1.17 / 337
after global routing: 0.242 / 2380 / 1.14 / 337
final: 0.242 / 2380 / 1.20 / 337
[power by group through the flow]
stage         Clock (mW)  Combinational, mW  Sequential (mW)
CTS                0.421             0.0224            0.428
global route       0.436             0.0244            0.429
finish             0.406             0.0209            0.428
[critical path: stages, from the launching register on]
cell and delay [ns]:
dfrtp_1 0.39, or2_2 0.31, inv_1 0.07, dlxtp_1 0.32, clkdlybuf4s50_1 0.46
[cell families after synthesis]
group	after synthesis	share of synthesized area
mux	6	0.0315
simple gates	76	0.246
compound gates	28	0.0944
other cells	2	0.00363
xor+xnor	16	0.0678
buf+inv	22	0.0550
flops	39	0.472
latches	4	0.0290
[worst max path at each step]
stage | from | to | depth (start not counted)
5_1_grt | N4.cs[3] | G1 | 4
6_report | N4.cs[3] | G1 | 4
4_1_cts | N4.cs[3] | G1 | 4
Power is estimated from default activity; no workload was simulated.
